`flow/run.sh`:
```
#!/bin/bash
# OpenROAD 26Q1-2900-gdf79404cd8, Yosys 0.63+post, stock flow scripts
make -C /OpenROAD-flow-scripts/flow DESIGN_CONFIG=/design/flow/config.mk WORK_HOME=/design/flow/orfs finish
```
`flow/config.mk`:
```
export PLATFORM = sky130hd
export DESIGN_NAME = camera_reader
export DESIGN_NICKNAME = camera_reader
export VERILOG_FILES = /design/flow/design.v
export SDC_FILE = /design/flow/constraint.sdc
export NUM_CORES = 4
export LEC_CHECK = 1
export CORE_UTILIZATION = 50
```
`flow/constraint.sdc`:
```
current_design camera_reader

set clk_period 2.9
set clk_io_pct 0.2

create_clock -name clk0 -period $clk_period [get_ports {csi_pclk}]

set non_clock_inputs [all_inputs -no_clocks]
set_input_delay [expr $clk_period * $clk_io_pct] -clock clk0 $non_clock_inputs
set_output_delay [expr $clk_period * $clk_io_pct] -clock clk0 [all_outputs]
```
`flow/design.v`:
```
`timescale 1ns/ 1ps
module camera_reader
(
	input 	wire 		clk,
	input 	wire 		reset_n,
	output 	wire 		csi_xclk,
	input 	wire 		csi_pclk,
	input 	wire [7:0] 	csi_data,
	input 	wire 		csi_vsync,
	input 	wire 		csi_hsync,
	output 	reg  [15:0] data_out = 0,
	output 	wire 		wrreq,
	output 	wire 		wrclk,
	output 	reg  [15:0]	wraddr
);
reg [19:0] pixel_counter = 0;
assign csi_xclk  = (reset_n == 1) ? clk : 0;
reg vsync_passed = 0;
reg write_pixel  = 0;
reg [7:0] 	subpixel;
reg [15:0] 	current_pixel;
reg wrclk1 = 0;
always@(posedge csi_pclk)
begin
	wrclk1 <= ~wrclk1;
end
always@(negedge wrclk1)
begin
	if(csi_hsync == 1)
		write_pixel <= 1;
	else
		write_pixel <= 0;
end
always@(posedge wrreq )
begin
	data_out <= current_pixel;
end
always@(posedge csi_pclk or negedge reset_n)
begin
	if(reset_n == 0)
	begin
		pixel_counter <= 0;
		vsync_passed <= 0;
	end
	else
	begin
		if(csi_vsync == 1)
		begin
			pixel_counter <= 0;
			vsync_passed <= 1;
			wraddr <= 0;
		end
		else
			if(csi_hsync == 1 && vsync_passed == 1)
			begin
				if(pixel_counter[0] == 0)
				begin
					pixel_counter <= pixel_counter + 1;
					subpixel <= csi_data;
				end
				else
				begin
					current_pixel <= { subpixel, csi_data };
					pixel_counter <= pixel_counter + 1;
					wraddr <= wraddr + 1;
				end
			end
			else
			begin
				if(write_pixel == 1)
					pixel_counter <= pixel_counter + 1;
				else
					pixel_counter <= 0;
			end
	end
end
assign wrreq = (write_pixel == 1) && pixel_counter > 2 ? wrclk1 : 0;
assign wrclk = csi_pclk; 
endmodule
```
==> reports/summary.log <==
[power_and_ir_drop] sequential power share 52.9%
[routing] Routed wire per std cell 13.8 um
[run_status] run status completed
[power_and_ir_drop] share of total power in combinational logic 5.2%
[critical_path] cell class contributing the biggest share of worst-path delay AND-OR/OR-AND gates
[timing] Slew Limit Fails 0
[global_route] maximum number of pins on one net before global-route repair 24
[critical_path] type of destination of the critical path primary output
[power_and_ir_drop] net load switching power 0.000384 W
[synth] prevailing post-synth register cell edfxtp_1
[routing] via total after detailed routing 1,979
[timing] Min Hold Slack 0.403 ns
[layout] number of inserted filler cells in the final layout 446
[layout] MI comb area 933 sq um
[timing] Total Neg Setup Slack 0 ns
[routing] router iterations before antenna repair 4
[global_route] global route total overflow 0
[power_and_ir_drop] total design power 0.00186 W
[synth] Synth Cell Area 0.00304 sq mm
[synth] summed standard-cell area reported by yosys 0.00304 sq mm
[timing] achievable frequency 364 MHz
[critical_path] critical path cell sequence or4_4 > a2111oi_4 > a41oi_2 > clkdlybuf4s15_1
[synth] Registers, synthesis 79
[layout] fraction of layout cells with a size suffix above 1 11.6%
[floorplanning] fp util 51.7%
[clocking] clock-pin slew reported for the worst setup and hold paths after clock tree synthesis 0.06 ns
[critical_path] depth of the worst register-to-register path 5
[worst_hold_path] type of the tightest min-delay check reg -> reg
[timing] Fin. Hold Viols 0
[placement] instance area after placement 0.00362 sq mm
[layout] leading cell type in the layout, fill and taps excluded clkdlybuf4s50_1
[placement] count of input and output buffers 47
[power_and_ir_drop] cell-internal power 0.00148 W
[critical_path] Worst setup endpoint wrreq
[critical_path] WP buf/inv 1
[synth] count of synthesis-stage warnings from yosys 1
[critical_path] Setup crit start pixel_counter[15]$_DFF_PN0_
[power_and_ir_drop] leakage dissipation 1.43 nW
[routing] drt first-iter violations 109
[floorplanning] # IOs 48
[routing] number of vias per cell 5.24
[timing] setup repair after global routing missed its margin no
[timing] fraction of the cycle the final worst path needs 94.7%
[timing] worst slew margin relative to its limit 70.4%
[timing] final period demand of the worst path 2.75 ns
[routing] # diodes 0
[power_and_ir_drop] switching part of the total power 20.6%
[placement] detailed-placement wirelength estimate 3470 um
[floorplanning] die height 80.0 um
[global_route] number of global-route vias before repair 1,857
[critical_path] endpoint arrival time on the critical path 2.17 ns
[job] Max-cap violations 0
[critical_path] data required time of the critical path 2.32 ns
[layout] final design instance area without fill 0.00388 sq mm
[global_route] global-route wire length before repair 8550 um
[routing] final wirelength 5230 um
[synth] post-synthesis cell count 236
[synth] count of flip-flops with a built-in enable after synthesis 40
[floorplanning] core area 0.00589 sq mm
[critical_path] count of cell instances traversed by the critical path 4
[critical_path] maximum cell stage delay along the critical path 0.54 ns
[timing] setup violators final 0
[floorplanning] FP Rows 28
[floorplanning] total die area 0.00640 sq mm
[synth] cells in synth_stat.txt 236
[placement] RePlAce Congestion 0.837
[power_and_ir_drop] share of power burned in the clock network 41.9%
[critical_path] worst flop-to-flop path endpoint wraddr[12]$_SDFFCE_PP0P_
[layout] layout overhead on the synthesized area 27.7%
[synth] Synth async-reset ratio 26.6%
[critical_path] critical path type reg -> out
[clocking] CTS hold repair buffers 0
[critical_path] Worst path slowest cell or4_4
[global_route] GRT Total Usage 19.0%
[job] tool warnings 28
[critical_path] worst flop-to-flop path startpoint wraddr[0]$_SDFFCE_PP0P_
[synth] sequential share of the synthesized area 68.6%
[floorplanning] Die Wd 80.0 um
[clocking] CTS tree done
[timing] endpoints left unconstrained 33
[critical_path] slack of the worst reg-to-reg path 1.12 ns
[power_and_ir_drop] power density cells 480 mW/mm^2
[synth] distinct cell type count after synthesis 38
[timing] Tightest Pin Transition 0.439 ns
[power_and_ir_drop] worst supply voltage drop on vdd 323 uV
[routing] detailed-route DRC error count 0
[timing] number of register pins that no clock reaches 17
[synth] mean area per synthesized cell 12.9 sq um
[layout] top library cells by usage in the layout, fill and taps aside clkdlybuf4s50_1 (46), edfxtp_1 (40), nor2_1 (31)
[clocking] worst-skew pair later-pin latency 0.43 ns
[critical_path] largest fanout on the critical path 4
[timing] maximum clock skew at final layout 0.00603 ns
[layout] Sequential Area 0.00209 sq mm
[critical_path] kind of start point of the critical path register
[global_route] antenna violations before repair 0
[routing] Routed Antenna Nets 0
==> final cells by class <==
class / instances / area share (%)
sequential: 79 / 53.8
multi-input combinational: 145 / 24.0
timing repair buffer: 54 / 13.4
clock buffer: 16 / 5.32
tap: 75 / 2.42
clock inverter: 4 / 0.548
inverter: 5 / 0.484
==> per-layer routing <==
layer,routed length [um],GRT usage [%],part of all wire (%),up-vias
li1,-,-,-,978
met1,2420,31.3,46,931
met2,2430,27.6,47,56
met3,218,4.64,4.2,14
met4,159,5.54,3.0,0
met5,0,0,0,-
==> registers in the layout, indices dropped and copies added, names as in the netlist <==
name / flops
pixel_counter: 20
current_pixel: 16
data_out: 16
wraddr: 16
subpixel: 8
vsync_passed: 1
wrclk1: 1
write_pixel: 1
==> cell usage after synthesis, drive strengths merged, types with 2 or more instances <==
| cell type | count | area [sq um] |
|---|---|---|
| dfxtp | 18 | 360 |
| inv | 5 | 18.8 |
| nor3 | 4 | 20.0 |
| clkbuf | 6 | 23.8 |
| xnor2 | 12 | 105 |
| o21ai | 5 | 25.0 |
| and3 | 4 | 25.0 |
| nor2 | 31 | 116 |
| xor2 | 11 | 96.3 |
| nand3 | 12 | 60.1 |
| dfrtp | 21 | 526 |
| ha | 3 | 37.5 |
| or4 | 2 | 15.0 |
| nand2 | 9 | 33.8 |
| or2 | 2 | 12.5 |
| nor4 | 7 | 43.8 |
| or3 | 7 | 50.1 |
| nand4 | 11 | 83.8 |
| a21oi | 8 | 40.0 |
| and4 | 4 | 36.3 |
| nor2b | 3 | 18.8 |
| edfxtp | 40 | 1200 |
==> worst min path at each step <==
stage,endpoint,cells past startpoint,slack [ns],start
5_1_grt,current_pixel[12]$_DFFE_PP_,0,0.42,subpixel[4]$_DFFE_PP_
4_1_cts,wrclk1$_DFF_P_,1,0.40,wrclk1$_DFF_P_
6_report,wrclk1$_DFF_P_,1,0.40,wrclk1$_DFF_P_
==> stage by stage <==
stage          instances  utilization, %  setup WS (ns)
3_5_place_dp         357            61.5          0.117
2_1_floorplan        236               -          0.705
3_3_place_gp         357            61.5          0.141
4_1_cts              378            65.9         0.0619
5_1_grt              378            65.9         0.0459
6_report             378            65.9          0.154
==> logic make-up (layout without fill, tap and decap cells) <==
logic type / after synthesis / count (layout) / share of synthesized area (%)
simple gates: 99 / 99 / 17.7
flops: 79 / 79 / 68.6
xor+xnor: 23 / 23 / 6.63
compound gates: 18 / 18 / 3.42
buf+inv: 12 / 79 / 1.65
fa+ha+maj: 3 / 3 / 1.23
mux: 2 / 2 / 0.700
==> power by group through the flow <==
stage / clock network, W / logic [W] / registers, W
after CTS: 0.000806 / 0.0000992 / 0.000986
after global routing: 0.000848 / 0.000110 / 0.000989
final: 0.000781 / 0.0000975 / 0.000986
==> what timing repair did <==
| item | 4_1_cts | 5_1_grt |
|---|---|---|
| resized | 6 | 1 |
| pin swaps | 1 | 1 |
| cloned | 0 | 0 |
| endpoints found under the setup margin | 1 | 1 |
| setup buffers | 2 | 0 |
Power is estimated from default activity; no workload was simulated.
