==> flow/design.v <==
module UART_TX #(parameter baudrate = 115200)
                (input CLK_24MHz,
                 input [7: 0] data_in,
                 input start,                  
                 output reg TX = 1'b1);
    reg [23: 0] counter = 'd0;         
    reg clk_uart        = 1'b0;        
    reg [3: 0] state = 'd0;            
    reg [7: 0] data_buffer;            
    localparam div_factor = 12000000 / baudrate;
    always @(posedge CLK_24MHz) begin
        counter = counter + 1;
        if (counter >= div_factor) begin
            counter  = 'd0;
            clk_uart = ~clk_uart;
        end
    end
    always @(posedge clk_uart) begin
        if (state == 'd0 && start == 1'b1) begin
            state       = 'd1;
            data_buffer = data_in;
        end
        else if ('d0 < state && state < 'd9) begin
            state = state + 'd1;
        end
        else begin
            state = 0;
        end
        case (state)
            'd0: TX = 1'b1;
            'd1: TX = 1'b0;
            'd2: TX = data_buffer[0];
            'd3: TX = data_buffer[1];
            'd4: TX = data_buffer[2];
            'd5: TX = data_buffer[3];
            'd6: TX = data_buffer[4];
            'd7: TX = data_buffer[5];
            'd8: TX = data_buffer[6];
            'd9: TX = data_buffer[7];
            default: begin
                TX    = 1'b1;
                state = 0;
            end
        endcase
    end
endmodule
module UART_img_TX #(parameter width = 200,         
                     parameter height = 164,        
                     parameter resize = 1)          
                    (input CLK_24MHz,
                     output reg img_rclk = 1'b0,
                     output reg [15:0] img_rdaddr,
                     input [15:0] img_rddat,
                     output reg cam_wlock = 1'b0,   
                     output TX_USB);
    reg [23: 0] counter = 'd0;    
    reg [15: 0] pixel_x = 'd0;    
    reg [15: 0] pixel_y = 'd0;    
    reg [15: 0] datapack;         
    reg [7: 0] send_buf;          
    reg emit = 1'b0;              
    always @(posedge CLK_24MHz) begin
        counter = counter + 1;
        if (counter >= 'd2400) begin  
            counter = 'd0;
        end
        case(counter)
            'd0: begin
                img_rdaddr = pixel_x + pixel_y * width + 16'd1;
                img_rclk   = 1'b1;
            end
            'd1: begin
                img_rclk = 1'b0;
                datapack[15]    = 1'b1;                                                
                datapack[14]    = ((pixel_y == 'd0) && (pixel_x == 'd0))? 1'b1: 1'b0;  
                datapack[13]    = (pixel_x == 'd0)? 1'b1: 1'b0;                        
                datapack[12: 9] = img_rddat[15: 12];                                   
                datapack[8]     = img_rddat[10];                                       
                datapack[7]     = 1'b0;                                                
                datapack[6: 4]  = img_rddat[9: 7];                                     
                datapack[3: 0]  = img_rddat[4: 1];                                     
                send_buf = datapack[15: 8];
                emit     = 1'b1;
            end
            'd100:   emit = 1'b0;
            'd1200: begin
                send_buf = datapack[7: 0];
                emit     = 1'b1;
            end
            'd1300:   emit = 1'b0;
            'd2399: begin
                pixel_x = pixel_x + resize;
                if (pixel_x >= width) begin
                    pixel_x = 'd0;
                    pixel_y = pixel_y + resize;
                    if (pixel_y >= height) begin
                        pixel_y = 'd0;
                    end
                end
            end
        endcase
    end
    UART_TX #(
    .baudrate(240000)) u_UART_TX
    (
    .CLK_24MHz(CLK_24MHz),
    .data_in(send_buf),
    .start(emit),
    .TX(TX_USB)
    );
endmodule
==> flow/run.sh <==
#!/bin/bash
# OpenROAD 26Q1-2900-gdf79404cd8, Yosys 0.63+post, stock flow scripts
make -C /OpenROAD-flow-scripts/flow DESIGN_CONFIG=/design/flow/config.mk WORK_HOME=/design/flow/orfs finish
==> flow/config.mk <==
export PLATFORM = sky130hd
export DESIGN_NAME = UART_img_TX
export DESIGN_NICKNAME = UART_img_TX
export VERILOG_FILES = /design/flow/design.v
export SDC_FILE = /design/flow/constraint.sdc
export NUM_CORES = 4
export LEC_CHECK = 1
export CORE_UTILIZATION = 50
==> flow/constraint.sdc <==
current_design UART_img_TX

set clk_period 6.1
set clk_io_pct 0.2

create_clock -name clk0 -period $clk_period [get_ports {CLK_24MHz}]

set non_clock_inputs [all_inputs -no_clocks]
set_input_delay [expr $clk_period * $clk_io_pct] -clock clk0 $non_clock_inputs
set_output_delay [expr $clk_period * $clk_io_pct] -clock clk0 [all_outputs]
==> impl_metrics.json <==
{
  "unclocked_pins": 13,
  "post_cts_buffers": 0,
  "warnings": 38,
  "drive_gt1_share_pct": 6.91,
  "stage_delay_of_the_slowest_cell_on_the_critical_path_ns": 0.55,
  "io_buffers": 30,
  "grt_pass1_wl_mm": 21.9,
  "die_width_um": 123,
  "largest_area_cell": "sky130_fd_sc_hd__edfxtp_1",
  "ctsLongestPathBuffers": 2,
  "route.antenna.diode_count": 0,
  "post-layout-total-power_mw": 1.81,
  "mux_share_pct": 3.27,
  "rsz0062_at_grt": "false",
  "cts_buffers": 17,
  "place.detailed.hpwl_mm": 9.34,
  "synth_compound_gate_area_share_pct": 10.6,
  "synth.comb.largest_family": "simple AND/OR/NAND/NOR gates",
  "rd_place_congestion": 0.918,
  "synth.yosys.num_cells": 725,
  "maximum_level_of_the_cts_h_tree": 4,
  "detailedRoute.firstIterationViolations": 293,
  "boundaryPins": 36,
  "cp-start-kind": "flop",
  "drtPass1Iterations": 4,
  "totalWireLength_mm": 12.5,
  "path_common_cell": "sky130_fd_sc_hd__ha_1",
  "vias": 5150,
  "synth-main-ff-cell": "sky130_fd_sc_hd__edfxtp_1",
  "tightestPinTransition_ns": 0.689,
  "report.final.setup_viol": 0,
  "remaining_drc_errors": 0,
  "maxCapViolations": 0,
  "simple_gate_area_share_pct": 18.7,
  "globalRouteOverflowTotal": 0,
  "synth_area_um2": 7270,
  "cp_slowest_cell": "sky130_fd_sc_hd__o41ai_1",
  "unconstrained_endpoints": 14,
  "synth-edff-count": 66,
  "path_delay_family": "adder cells",
  "top_area_cells_in_the_synthesized_netlist": "sky130_fd_sc_hd__edfxtp_1, sky130_fd_sc_hd__dfxtp_1, sky130_fd_sc_hd__ha_1",
  "outcome": "completed",
  "max_clock_freq_mhz": 235,
  "power-per-cell-area_nw_per_um2": 214,
  "arrival_time_at_the_worst_endpoint_ns": 4.39,
  "cts_repair_resize_count": 0,
  "critPathKind": "reg -> reg",
  "core_util_floorplan_pct": 51.8,
  "synth-xor-area-share_pct": 7.35,
  "chipHeight_um": 123,
  "worst_setup_hold_path_clk_slew_ns": 0.05,
  "maxSlewViolCount": 0,
  "leakagePower_nw": 3.43,
  "finalWorstPathRequiredPeriod_ns": 4.25,
  "number_of_flip_flops_and_latches_in_the_synthesized_netlist": 127,
  "ys_area_um2": 7270,
  "holdCritPathClass": "reg -> reg",
  "max-slew-margin-rel_pct": 53.9,
  "top_cell_area_share_pct": 27.3,
  "first_global_vias": 4875,
  "area_delta_synth_final_pct": 16.2,
  "cts-root-buf": "sky130_fd_sc_hd__clkbuf_16",
  "hold_buffers": 0,
  "core_area_um2": 14000,
  "ffs_w_async_s_r_synth_pct": 0,
  "synth.cells.most_frequent": "sky130_fd_sc_hd__edfxtp_1, sky130_fd_sc_hd__nor2_1, sky130_fd_sc_hd__inv_1, sky130_fd_sc_hd__dfxtp_1, sky130_fd_sc_hd__ha_1",
  "worstSkewPairLatency_ns": 0.41,
  "seq_area_frac_synth_pct": 44.1,
  "critical_path_buf_inv_count": 2,
  "path_max_fanout": 8,
  "cp_cell_sequence": "ha_1, ha_1, ha_1, inv_1, fa_1, inv_1, ha_1, nand3_1, nand2_1, a41o_1, o41ai_1, o2111ai_1, a21oi_1, xnor2_1",
  "ys_warn_count": 2,
  "chip_area_um2": 15000,
  "wl_per_cell_um": 12.6,
  "crit_required_ns": 6.25,
  "globalRouteTotalUtil_pct": 18.9,
  "nFillCells": 1130,
  "final_hold_viol_count": 0,
  "grt_max_degree": 17,
  "antenna_found_initial": 0,
  "yosys.cell_types.count": 73,
  "cts_tree": "built",
  "antenna_left": 0,
  "synth_area_per_cell_um2": 10.0,
  "setup.worst_path.end_class": "flop",
  "rows": 43,
  "synthesis.instances": 725,
  "avgViaCountPerCell": 5.20,
  "post_route_clock_skew_ns": 0.00995,
  "final.setup.tns_ns": 0,
  "layout_worst_path_cycle_share_pct": 69.6,
  "synth_adder_area_share_pct": 10.9,
  "power.ir.vdd_worst_mv": 0.216
}
[area by class of cell]
| class | instances | area (um2) | share of cell area [%] |
|---|---|---|---|
| sequential | 127 | 3200 | 37.9 |
| inverter | 64 | 240 | 2.85 |
| tap | 180 | 225 | 2.67 |
| timing repair buffer | 32 | 315 | 3.73 |
| clock inverter | 13 | 143 | 1.69 |
| multi-input combinational | 556 | 3880 | 46.0 |
| clock buffer | 19 | 433 | 5.13 |
[cell usage in the layout (no fill, tap or decap), types with 7 or more instances in the layout]
master                            Yosys  layout
sky130_fd_sc_hd__nor2_1              66      66
sky130_fd_sc_hd__edfxtp_1            66      66
sky130_fd_sc_hd__inv_1               64      64
sky130_fd_sc_hd__dfxtp_1             61      61
sky130_fd_sc_hd__ha_1                52      52
sky130_fd_sc_hd__conb_1               1      47
sky130_fd_sc_hd__xnor2_1             43      43
sky130_fd_sc_hd__nand2_1             42      42
sky130_fd_sc_hd__nand3_1             36      36
sky130_fd_sc_hd__a21oi_1             34      34
sky130_fd_sc_hd__clkdlybuf4s50_1      0      30
sky130_fd_sc_hd__nand4_1             20      20
sky130_fd_sc_hd__nor3_1              20      19
sky130_fd_sc_hd__xor2_1              18      18
sky130_fd_sc_hd__clkbuf_16            0      17
sky130_fd_sc_hd__o21ai_0             14      14
sky130_fd_sc_hd__mux2_2              14      14
sky130_fd_sc_hd__a31oi_1             12      12
sky130_fd_sc_hd__and3_1              11      11
sky130_fd_sc_hd__nor4_1               9       9
sky130_fd_sc_hd__mux2i_1              8       8
sky130_fd_sc_hd__nor2b_1              7       7
sky130_fd_sc_hd__fa_1                 7       7
[stage by stage]
step | instances | hold slack (ns) | instance area, um2 | utilization, % | setup slack (ns)
global placement | 959 | 0.457 | 7870 | 56.0 | 1.93
finish | 991 | 0.484 | 8440 | 60.1 | 1.85
global route | 991 | 0.522 | 8440 | 60.1 | 1.62
CTS | 991 | 0.486 | 8440 | 60.1 | 1.83
floorplan | 771 | 0.441 | 7440 | - | 1.68
detailed placement | 959 | 0.465 | 7870 | 56.0 | 1.86
[power by group]
group	leakage [nW]	internal [mW]	switching, mW
registers	1.16	0.820	0.00948
clock network	0.273	0.631	0.319
logic	2.00	0.0158	0.0118
total	3.43	1.47	0.341
[routing by layer]
metal / vias to the layer above / wire, um / GRT usage [%]
li1: 2725 / - / -
met1: 2341 / 6400 / 30.6
met3: 9 / 423 / 3.80
met2: 75 / 5540 / 28.6
met5: - / 0 / 0
met4: 0 / 128 / 2.52
[worst paths after layout]
path                                             end            startpoint  slack, ns  cells after the start
worst max-delay path                  img_rdaddr[15]            pixel_y[0]       1.85                     14
worst min-delay path            u_UART_TX.counter[0]  u_UART_TX.counter[0]       0.48                      1
worst max register to register        img_rdaddr[15]            pixel_y[0]       1.85                     14
worst min register to register  u_UART_TX.counter[0]  u_UART_TX.counter[0]       0.48                      1
[registers in the layout (all words and copies together), names as in the netlist]
name / count
img_rclk: 1
u_UART_TX.counter: 24
u_UART_TX.data_buffer: 8
img_rdaddr: 16
u_UART_TX.state: 4
send_buf: 8
datapack: 7
u_UART_TX.clk_uart: 1
counter: 24
pixel_x: 16
u_UART_TX.TX: 1
emit: 1
pixel_y: 16
[logic make-up (layout without fill, tap and decap cells)]
kind of cell               Yosys count  in the layout
adders and majority gates           59             59
AOI/OAI and AO/OA                  112            112
xor gates and xnor gates            61             61
buffers and inverters               88            128
DFF                                127            127
and+or+nand+nor                    255            255
muxes                               22             22
other                                1             47
No activity file was given, so power comes from the tool's default toggle rates.
